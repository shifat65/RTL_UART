==> design/flow/design.v <==
module baud_gen_16x(
    input wire clk,                  
    input wire rst_n,                
    input wire [15:0] count,            
    input wire [15:0] baud_div, 
    output reg baud_tick_1x,
    output reg baud_tick_16x,             
    output reg rst_c
);
reg [3:0] baud_count;  
always @(posedge clk or negedge rst_n) begin
    if (!rst_n) begin
        baud_tick_16x <= 1'b0;
        baud_tick_1x <= 1'b0;  
        baud_count <= 4'b0;     
        rst_c <= 1'b1;   
    end 
    else if (count == baud_div-2) begin
        rst_c <= 1'b1;
        baud_tick_16x <= 1'b1;  
        if ( baud_count == 4'd15)begin 
            baud_tick_1x <= 1'b1;
            rst_c <=1'b1; 
            baud_count <= 4'b0;
        end
        else begin
            baud_count <= baud_count + 1; 
            baud_tick_1x <= 1'b0; 
        end          
    end else begin
        rst_c <= 1'b0;           
        baud_tick_16x <= 1'b0;   
        baud_tick_1x <= 1'b0;  
    end
end
endmodule
module counter (
    input wire clk,
    input wire rst_n,
    input wire rst_c,
    output reg [15:0] count   
);
always @(posedge clk, negedge rst_n) begin
    if (!rst_n) begin
        count <= 16'b0;   
    end else begin
        count <= (rst_c)? 0 : count + 1;   
    end
end
endmodule
module top(
    input wire clk,
    input wire rst_n,
    input wire [7:0] send_data,
    input wire tx_start,
    input wire rx,
    input wire [15:0] baud_div,
    output wire tx,
    output wire [7:0] rec_data,
    output wire tx_busy,
    output wire rx_done,
    output wire tx_done
);
wire rst_c;
wire [15:0] count;
wire baud_tick_16x, baud_tick_1x;
counter uut_counter (
    .clk(clk),
    .rst_n(rst_n),
    .rst_c(rst_c),
    .count(count)
);
baud_gen_16x uut_baud_gen(
    .clk(clk),
    .rst_n(rst_n),
    .count(count),
    .baud_div(baud_div),  
    .baud_tick_16x(baud_tick_16x), 
    .baud_tick_1x(baud_tick_1x), 
    .rst_c(rst_c)
);
uart_tx uut_uart_tx(
    .clk(clk),
    .rst_n(rst_n),
    .baud_tick_1x(baud_tick_1x),
    .tx_start(tx_start),
    .tx_data(send_data),
    .tx_line(tx),
    .tx_busy(tx_busy),
    .tx_done(tx_done)
);
uart_rx uut_uart_rx(
    .clk(clk),
    .rst_n(rst_n),
    .baud_tick_16x(baud_tick_16x),
    .rx(rx),
    .rx_data(rec_data),
    .rx_done(rx_done)
);
endmodule
module uart_rx(
    input wire clk,
    input wire rst_n,
    input wire rx,
    input wire baud_tick_16x,
    output reg [7:0] rx_data,
    output reg rx_done
);
reg [3:0] bit_index;
reg [3:0] tick_count;
reg [7:0] rx_shift_reg;
reg receiving;  
reg start_detected;  
always @(posedge clk, negedge rst_n) begin
    if(!rst_n) begin 
        bit_index <= 4'b0;
        tick_count <= 4'b0;
        rx_data <= 8'b0;
        rx_done <= 1'b0;
        receiving <= 1'b0;
        start_detected <= 1'b0;
        rx_shift_reg <= 8'b11111111;  
    end
    else begin 
        rx_done <= 1'b0;  
        if(baud_tick_16x) begin 
            if(!receiving) begin  
                if(rx == 1'b0 && !start_detected) begin 
                    start_detected <= 1'b1;
                    tick_count <= 4'b0;  
                end
                else if(start_detected) begin 
                    tick_count <=tick_count + 1;  
                    if(tick_count == 4'd7) begin 
                        if(rx==1'b0)begin 
                            receiving <=1'b1;  
                            start_detected <= 1'b0;  
                            tick_count <= 4'b0;  
                            bit_index <= 4'b0;  
                        end
                        else begin 
                            start_detected <= 1'b0;  
                        end
                    end
                end
            end
            else begin  
                tick_count <= tick_count + 1;  
                if(tick_count == 4'd15) begin 
                    tick_count <= 1'b0;
                    rx_shift_reg <= rx_shift_reg >> 1;  
                    rx_shift_reg[7] <= rx;  
                    bit_index <= bit_index + 1;  
                    if(bit_index == 8) begin 
                        receiving <= 1'b0;  
                        rx_data <= rx_shift_reg;
                    end                    
                end
            end
        end
    end
end
endmodule
module uart_tx (
    input wire clk,                 
    input wire rst_n,               
    input wire baud_tick_1x,           
    input wire tx_start,           
    input wire [7:0] tx_data,       
    output reg tx_line,              
    output reg tx_busy,             
    output reg tx_done       
);
reg [3:0] bit_index;           
reg [9:0] tx_shift_reg;        
always @(posedge clk, negedge rst_n) begin
    if(!rst_n) begin
        tx_line <= 1'b1;           
        tx_busy <= 1'b0;
        bit_index <= 4'b0;         
        tx_shift_reg <= 10'b1111111111;  
        tx_done <= 1'b0;           
    end 
    else if(tx_start && !tx_busy) begin
        tx_shift_reg <= {1'b1, tx_data, 1'b0};  
        tx_busy <= 1'b1;           
        bit_index <= 4'b0;         
        tx_done <= 1'b0;           
    end
    else if(baud_tick_1x && tx_busy) begin
        if(bit_index < 9) begin
            tx_line <= tx_shift_reg[0];  
            tx_shift_reg <= tx_shift_reg >>1;  
            bit_index <= bit_index +1;  
        end
        else begin
            tx_line <=1'b1;
            tx_busy <= 1'b0;
            bit_index <= 4'b0;  
            tx_shift_reg <= 10'b1111111111;  
            tx_done <= 1'b1;
        end
    end
end
endmodule
==> design/flow/run.sh <==
#!/bin/bash
# OpenROAD 26Q1-2900-gdf79404cd8, Yosys 0.63+post, stock flow scripts
make -C /OpenROAD-flow-scripts/flow DESIGN_CONFIG=/design/flow/config.mk WORK_HOME=/design/flow/orfs finish
==> design/flow/config.mk <==
export PLATFORM = sky130hd
export DESIGN_NAME = top
export DESIGN_NICKNAME = top
export VERILOG_FILES = /design/flow/design.v
export SDC_FILE = /design/flow/constraint.sdc
export NUM_CORES = 4
export LEC_CHECK = 1
export CORE_UTILIZATION = 40
==> design/flow/constraint.sdc <==
current_design top

set clk_period 4.8
set clk_io_pct 0.2

create_clock -name clk0 -period $clk_period [get_ports {clk}]

set non_clock_inputs [all_inputs -no_clocks]
set_input_delay [expr $clk_period * $clk_io_pct] -clock clk0 $non_clock_inputs
set_output_delay [expr $clk_period * $clk_io_pct] -clock clk0 [all_outputs]
==> results.py <==
# Physical implementation metrics
metrics = {
    "floorplan": {
        "io_pins": 40,
        "row_count": 33,
        "fp.dieH_um": 94.7,
        "initial_utilization_pct": 41.7,
        "dieArea_um2": 8980,
        "core_um2": 8260,
        "dieWidth_um": 94.7,
    },
    "setup_path": {
        "critPathTopFamily": "simple AND/OR/NAND/NOR gates",
        "cp_num_buf_inv": 1,
        "worstPathArrival_ns": 4.03,
        "max_stage_delay_ns": 0.60,
        "critPathLaunchType": "primary input",
        "critPathCaptureType": "flip-flop",
        "cp_slowest_cell": "or4_4",
        "cp_cell_sequence": "clkdlybuf4s50_1 > or4_4 > or4b_4 > or4_1 > o211ai_1 > and4_1 > and2_1 > mux2_4",
        "critPathKind": "in2reg",
        "cp.required_ns": 5.02,
        "crit_fanout": 7,
    },
    "synth": {
        "simple_gate_area_share_pct": 21.8,
        "synthCells": 356,
        "ys_async_sr_fraction_pct": 100,
        "synth.area.mux_share_pct": 3.78,
        "post_synth_fa_ha_maj_area_fraction_pct": 2.91,
        "netlist_area_um2": 3440,
        "synth_flops": 66,
        "enable_flop_cells": 0,
        "top_cells_by_area": "dfrtp_1, dfstp_2, nand2_1",
        "yosys_warnings": 4,
        "xor_share_pct": 8.91,
        "logic_family": "simple AND/OR/NAND/NOR gates",
        "yosys.area_share.aoi_pct": 10.7,
        "syn_avg_cell_area_um2": 9.67,
        "ys.flop_type": "dfrtp_1",
        "top_cell_area_share_pct": 33.5,
        "yosysCellCount": 356,
        "synth_cell_types": 56,
        "postSynthSeqShare_pct": 48.7,
        "yosys_area_um2": 3440,
        "top_area_cell": "dfrtp_1",
    },
    "power_and_ir_drop": {
        "p_leak_nw": 1.76,
        "vdd_drop_max_mv": 0.170,
        "powerDensity_nw_per_um2": 312,
    },
    "timing": {
        "drv_slew": 0,
        "hold_viol": 0,
        "period_used_pct": 79.5,
        "tns_ns": 0,
        "hold_ws_ns": 0.458,
        "worstMarginPinSlew_ns": 0.591,
        "setup_viol": 0,
        "max_slew_margin_pct": 60.6,
        "rsz0062_at_grt": "no",
        "max_freq_mhz": 262,
        "post-route-min-period_ns": 3.82,
        "fin_skew_ns": 0.00696,
    },
    "drt": {
        "antenna_cells": 0,
        "drtPass1Iterations": 4,
        "wire_per_inst_um": 12.5,
        "ant_nets": 0,
        "drc": 0,
        "drt_iter0_drc": 52,
        "via_per_inst": 5.14,
        "vias": 2576,
        "drt-total-wl_um": 6290,
    },
    "placed_design": {
        "port_buffers": 38,
        "gp_congestion": 0.846,
        "dp_cells": 485,
        "dp_hpwl_um": 4400,
    },
    "global_route": {
        "grt_pass1_wl_um": 11200,
        "antenna_found_initial": 0,
        "grt_pass1_vias": 2490,
        "overflow": 0,
        "gr-usage-all-layers_pct": 15.8,
        "grt_start_max_net_pins": 45,
    },
    "clocking": {
        "ctsHoldBuffers": 0,
        "clock_latency_ns": 0.33,
        "clock_sinks": 66,
        "post-cts-setup-buffer-count": 0,
        "cts_root_buffer": "clkbuf_8",
        "clk_path_buf_depth": 2,
        "clk_pin_slew_ns": 0.06,
        "ctsResizeCount": 0,
        "cts_tree": "built",
        "cts_buffers": 9,
        "ctsHtreeMaxLevel": 3,
    },
    "min_path": {
        "hold_path_class": "reg2reg",
    },
    "final_layout": {
        "area_delta_synth_final_pct": 19.3,
        "drive_gt1_share_pct": 13.6,
        "largest_reg_flops": 16,
        "post-route-util_pct": 49.7,
        "fin_cells": 501,
    },
    "job": {
        "openroad.warnings": 27,
        "cap_violations": 0,
    },
    "status": {
        "status": "finished clean",
    },
}
path summary, 6_finish.rpt:
kind | start | end | slack (ns) | depth (start not counted)
worst min-delay path | uut_uart_rx.rx_shift_reg[0]$_DFFE_PN1P_ | uut_uart_rx.rx_shift_reg[0]$_DFFE_PN1P_ | 0.46 | 2
worst max register to register | uut_uart_rx.tick_count[0]$_DFFE_PN0P_ | uut_uart_rx.rx_data[0]$_DFFE_PN0P_ | 2.56 | 6
min in group asynchronous | rst_n | uut_uart_rx.rx_data[6]$_DFFE_PN0P_ | 0.59 | 1
max in group asynchronous | rst_n | uut_uart_tx.tx_shift_reg[4]$_DFFE_PN1P_ | 3.26 | 2
worst max-delay path | baud_div[6] | uut_baud_gen.baud_count[0]$_DFFE_PN0N_ | 0.98 | 8
worst min register to register | uut_uart_rx.rx_shift_reg[0]$_DFFE_PN1P_ | uut_uart_rx.rx_shift_reg[0]$_DFFE_PN1P_ | 0.46 | 2
cell usage in the layout, fill, tap and decap left out, types with 2 or more instances in the layout:
master           instances
clkbuf_8                10
nor2_1                  31
nor2b_1                  4
xnor2_1                 20
and4_1                   4
a31oi_1                  4
xor2_1                  15
nand3b_1                 2
inv_1                    8
clkdlybuf4s50_1         37
a21o_1                   2
or3_1                    5
dfrtp_1                 46
nor3_1                   7
and2_1                   3
nor4_1                   3
nand4_1                  8
o21ai_0                 22
ha_1                     8
buf_4                    2
o22ai_1                  9
or4_1                    2
mux2_2                   8
a41oi_1                  2
nand3_1                  8
dfstp_2                 20
and3_1                   3
nand2b_1                 3
nand2_1                 58
a21oi_1                  9
clkinv_2                 2
bufinv_16                2
mux2_4                   2
synth_stat cells (9+ instances only):
library cell and number:
xor2_1 15, a21oi_1 9, dfstp_2 20, xnor2_1 20
clkbuf_1 12, dfrtp_1 46, o22ai_1 9, nand2_1 58
o21ai_0 22, nor2_1 31
layer usage:
layer,vias to the layer above,track usage [%],wire [µm]
met5,-,0,0
met4,0,3.54,149
met3,12,1.72,215
met2,58,24.6,2710
met1,1197,24.6,3210
li1,1309,-,-
per-stage QoR:
stage / power [mW] / setup slack, ns / cell area [µm²]
floorplan: 0.722 / 1.34 / 3440
global placement: 0.780 / 0.676 / 3890
detailed placement: 0.782 / 0.630 / 3890
CTS: 1.30 / 0.998 / 4110
global route: 1.35 / 0.850 / 4110
finish: 1.28 / 0.985 / 4110
worst min-delay path, cell delays in order (launching register included):
cell	delay [ns]
dfstp_2	0.37
nand2_1	0.05
nand2_1	0.05
final cells by class:
| cell class | count | area (µm²) |
|---|---|---|
| clock buffer | 11 | 141 |
| clock inverter | 5 | 77.6 |
| fill | 780 | 4150 |
| inverter | 8 | 30.0 |
| multi-input combinational | 266 | 1660 |
| sequential | 66 | 1680 |
| tap | 105 | 131 |
| timing repair buffer | 40 | 390 |
power breakdown:
group | leakage (nW) | switching (mW) | total [mW] | internal [mW]
logic | 0.855 | 0.0634 | 0.137 | 0.0739
registers | 0.799 | 0.0387 | 0.634 | 0.595
clock network | 0.109 | 0.206 | 0.511 | 0.305
logic make-up after synthesis:
| group | Yosys count |
|---|---|
| and+or+nand+nor | 151 |
| DFF | 66 |
| AOI/OAI and AO/OA | 60 |
| xor gates and xnor gates | 35 |
| buffers and inverters | 24 |
| muxes | 11 |
| adders and majority gates | 8 |
| other | 1 |
Power and IR drop assume default switching activity.
